==> design/flow/design.v <==
`default_nettype none
module frequency_counter #(
    parameter OUTPUT_BITS=1,
    parameter INPUT_PERIODS=5,
    parameter NUM_FREQUENCIES=(2**OUTPUT_BITS)
)(
    input logic clk_200M, input_frequency, reset_n_200M, reset_n_input_freq,
    input logic [15:0] compare_point_i, 
    output logic [15:0] last_sample_o,
    output logic [OUTPUT_BITS-1:0] comparison_o
);
logic [15:0] large_counter, last_sample;
logic restart_sample; 
logic [2:0] run_large_counter_sync;
logic [7:0] small_counter;
logic run_large_counter;
always_ff @(posedge input_frequency, negedge reset_n_input_freq) begin
    if (~reset_n_input_freq) begin
        small_counter <= 0;
    end else begin
        if (small_counter == INPUT_PERIODS) begin
            small_counter <= 0;
        end else begin
            small_counter <= small_counter + 1;
        end
    end
end
assign run_large_counter = (small_counter != 0);
always_ff @(posedge clk_200M, negedge reset_n_200M) begin
    if (~reset_n_200M) begin
        large_counter <= 0;
        last_sample <= 0;
        run_large_counter_sync <= 3'b000;
    end else begin
        run_large_counter_sync <= {run_large_counter, run_large_counter_sync[2:1]};
        if (restart_sample) begin
            last_sample <= large_counter + 1;  
            large_counter <= 0;
        end else begin
            large_counter <= large_counter + 1;
        end
    end    
end
assign restart_sample = (run_large_counter_sync[1] & ~run_large_counter_sync[0]);
assign comparison_o = ~(last_sample >= compare_point_i);  
assign last_sample_o = last_sample;
endmodule
==> design/flow/run.sh <==
#!/bin/bash
# OpenROAD 26Q1-2900-gdf79404cd8, Yosys 0.63+post, stock flow scripts
make -C /OpenROAD-flow-scripts/flow DESIGN_CONFIG=/design/flow/config.mk WORK_HOME=/design/flow/orfs finish
==> design/flow/config.mk <==
export PLATFORM = sky130hd
export DESIGN_NAME = frequency_counter
export DESIGN_NICKNAME = frequency_counter
export VERILOG_FILES = /design/flow/design.v
export SDC_FILE = /design/flow/constraint.sdc
export NUM_CORES = 4
export LEC_CHECK = 1
export CORE_UTILIZATION = 40
==> design/flow/constraint.sdc <==
current_design frequency_counter

set clk_period 3.1
set clk_io_pct 0.2

create_clock -name clk0 -period $clk_period [get_ports {clk_200M}]
create_clock -name clk1 -period $clk_period [get_ports {input_frequency}]

set non_clock_inputs [all_inputs -no_clocks]
set_input_delay [expr $clk_period * $clk_io_pct] -clock clk0 $non_clock_inputs
set_output_delay [expr $clk_period * $clk_io_pct] -clock clk0 [all_outputs]
==> results.txt <==
Status = complete, no violations
Cts repair resizes = 7
Synth top area share = 49.43%
Port Buffers = 35
Worst EP required = 2480 ps
Die ar. = 0.005742 mm²
Clock transition at the registers of the reported paths = 60 ps
Setup violators final = 0
Max VDD drop = 0.0003166 V
DRC viols = 0
Tally of OpenROAD warnings = 28
Final cell count without fillers = 335
CP Buf/Inv Count = 3
Total routed wirelength = 3856 µm
Fin Setup TNS = 0 ps
Cell type with the largest total area = dfrtp_1
CP max stage cell = clkdlybuf4s50_1
Leak = 1.330 nW
Standard-cell rows = 26
RSZ-0062 raised after global routing = no
Yosys simple share = 19.43%
Setup Crit Path Kind = input pin to primary output
Slew margin rel. = 71.43%
YS chip area = 0.002177 mm²
Critical path's top delay family = buffers and inverters
Synth top area cells = dfrtp_1 49%, ha_1 11%, xor2_1 4.0%
Max-Cap Viols = 0
Number of cells on the critical path = 8
Placed insts = 324
Die height = 75.78 µm
# IOs = 37
RePlAce Congestion = 0.8295
Worst setup SP type = input pin
ANT nets after route = 0
Total setup buffers inserted after CTS = 0
P&R area growth vs syn = 29.48%
Initial antenna violation count = 0
GR Util All Layers = 15.17%
Netlist cell types = 30
Worst r2r src = large_counter[2]
Min Hold Slack = 356.6 ps
PwrDens = 408.0 mW/mm²
Pre-CTS setup slack = -216.5 ps
Critical path, cell by cell = clkdlybuf4s50_1 > inv_1 > ha_4 > a21oi_2 > a211oi_1 > or3_1 > a211oi_2 > dlygate4sd2_1
WHS Path Cells = 0
FP Util = 42.09%
Adder Share, Synth = 11.49%
Worst clock skew = 5.474 ps
Share of layout cells above drive strength 1 = 9.811%
Number of standard cells reported by yosys = 220
Synthesized registers = 43
Area fraction in mux cells = 0%
Final Max Slew Viols = 0
Arr. time, crit path = 2340 ps
HPWL Detailed = 2929 µm
Sink Count = 43
Worst Hold Path EP = run_large_counter_sync[1]
Largest net degree at the start of global routing = 36
AO/OA Area Share = 7.356%
CTS tree = built
Vias in the first global route = 1,491
R2R depth = 4
Avg Synthesized Cell Area = 9.896 µm²
Reg2reg setup slack = 1410 ps
Core Footprint = 0.005172 mm²
Netlist Area Pre-Place = 0.002177 mm²
Worst Tran Pin Value = 428.5 ps
Global-route wire length before repair = 6465 µm
Synth Seq Share = 49.43%
DRT Pass-1 Iters = 4
GRT overflow = 0
Reg-to-Reg End = last_sample[15]
Post-synth top cells = 43 x dfrtp_1, 22 x nand2_1, 21 x nor2_1
Xor+xnor area frac = 7.644%
PnR worst setup slack = 141.5 ps
Max incr delay on CP = 460 ps
Vias/cell = 4.764
DR vias = 1,596
Fin. Hold Viols = 0
Synth warn = 1
Flip-flops with a built-in enable = 0
Antenna Cells = 0
Logic family by area = simple AND/OR/NAND/NOR gates
Crit path capture type = primary output
DR iter-0 viols = 35
Ys async rst share = 100.0%
Yosys top cell by instances = dfrtp_1
Ys flop type = dfrtp_1
Hold_sp = run_large_counter_sync[2]
Gate count of the mapped netlist = 220
Worst min path class = flop to flop
Chip width = 75.78 µm
Wirelength per Cell = 11.51 µm
Hold buffers post-CTS = 0
Max Fanout on Critical Path = 3
cells by family after synthesis:
kind of cell	Yosys count
and+or+nand+nor	84
buffers and inverters	25
DFF	43
adders and majority gates	20
AOI/OAI and AO/OA	29
xor gates and xnor gates	19
worst max-delay path by stage:
stage | start | endpoint
4_1_cts | compare_point_i[7] | comparison_o[0]
5_1_grt | compare_point_i[11] | comparison_o[0]
6_report | compare_point_i[7] | comparison_o[0]
cells in the final DEF (no fill, tap or decap), types with 4 or more instances in the layout:
master	count
nand2_1	22
and3_1	4
clkdlybuf4s50_1	34
nand3_1	10
nand4_1	9
nor2_1	21
buf_4	5
xnor2_1	9
dfrtp_1	43
ha_1	18
clkbuf_8	9
xor2_1	10
inv_1	19
a21oi_1	4
o21ai_0	16
where the power goes:
part           internal, mW  switching [mW]
Combinational        0.0302          0.0238
Sequential            0.562               0
Clock                 0.343           0.191
per-layer routing:
layer / vias to the layer above / track usage [%] / part of all wire [%]
met5: - / 0 / 0
met4: 0 / 3.086 / 2.1
met3: 7 / 2.681 / 4.4
met2: 42 / 23.11 / 43
met1: 709 / 24.13 / 51
li1: 838 / - / -
cell type report:
type | instances | area [µm²]
clock buffer | 9 | 123.9
fill | 469 | 2354
multi-input combinational | 152 | 1039
clock inverter | 2 | 35.03
sequential | 43 | 1076
timing repair buffer | 40 | 386.6
tap | 70 | 87.58
inverter | 19 | 71.32
sequential cells by signal, indices dropped and copies added, names as in the netlist:
name,count
large_counter,16
last_sample,16
small_counter,8
run_large_counter_sync,3
through the flow:
stage	util, %	cell area, µm²	total power [mW]
6_report	54.50	2819	1.150
5_1_grt	54.50	2819	1.191
4_1_cts	54.50	2819	1.168
3_5_place_dp	50.70	2623	0.6244
3_3_place_gp	50.70	2623	0.6242
2_1_floorplan	-	2177	0.5864
worst register-to-register path, cell delays in order, from the launching register on:
cell	delay, ps
dfrtp_1	450
nand4_2	180
or3_4	440
or3_1	380
a31oi_1	170
Power and IR drop assume default switching activity.
